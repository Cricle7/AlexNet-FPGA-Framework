<file path="flow/config.mk">
export PLATFORM = sky130hd
export DESIGN_NAME = QuantizedConvReLU2d
export DESIGN_NICKNAME = QuantizedConvReLU2d
export VERILOG_FILES = /design/flow/design.v
export SDC_FILE = /design/flow/constraint.sdc
export NUM_CORES = 4
export LEC_CHECK = 1
export CORE_UTILIZATION = 30
export SYNTH_MEMORY_MAX_BITS = 65536
</file>
<file path="flow/constraint.sdc">
current_design QuantizedConvReLU2d

set clk_period 118.0
set clk_io_pct 0.2

create_clock -name clk0 -period $clk_period [get_ports {clk}]

set non_clock_inputs [all_inputs -no_clocks]
set_input_delay [expr $clk_period * $clk_io_pct] -clock clk0 $non_clock_inputs
set_output_delay [expr $clk_period * $clk_io_pct] -clock clk0 [all_outputs]
</file>
<file path="flow/run.sh">
#!/bin/bash
# OpenROAD 26Q1-2900-gdf79404cd8, Yosys 0.63+post, stock flow scripts
make -C /OpenROAD-flow-scripts/flow DESIGN_CONFIG=/design/flow/config.mk WORK_HOME=/design/flow/orfs finish
</file>
<file path="flow/design.v">
module QuantizedConvReLU2d #(
    parameter INPUT_CHANNELS  = 1,
    parameter OUTPUT_CHANNELS = 32,
    parameter KERNEL_SIZE     = 3,
    parameter INPUT_WIDTH     = 30,  
    parameter INPUT_HEIGHT    = 30,  
    parameter SCALE           = 32'd16177215,  
    parameter ZERO_POINT      = 8'd0
)(
    input                               clk,
    input                               rstn,
    input                               start,
    output reg                          done,
    output reg                          processing,
    input       [7:0]                   input_data_in,
    input                               input_data_we,
    input       [$clog2(INPUT_CHANNELS*INPUT_HEIGHT*INPUT_WIDTH)-1:0]
                                        input_data_addr,
    input       [7:0]                   weight_data_in,
    input                               weight_data_we,
    input       [$clog2(OUTPUT_CHANNELS*INPUT_CHANNELS*
                       KERNEL_SIZE*KERNEL_SIZE)-1:0]
                                        weight_data_addr,
    input       [31:0]                  bias_data_in,
    input                               bias_data_we,
    input       [$clog2(OUTPUT_CHANNELS)-1:0]
                                        bias_data_addr,
    output reg  [7:0]                   conv_result,
    output reg                          conv_valid
);
    localparam INPUT_SIZE = INPUT_CHANNELS * INPUT_HEIGHT * INPUT_WIDTH;
    localparam WEIGHT_SIZE = OUTPUT_CHANNELS * INPUT_CHANNELS * KERNEL_SIZE * KERNEL_SIZE;
    reg [$clog2(INPUT_SIZE)-1:0]   input_data_addr_read;
    reg [$clog2(WEIGHT_SIZE)-1:0]  weight_data_addr_read;
    reg [$clog2(OUTPUT_CHANNELS)-1:0] bias_data_addr_read;
    reg [7:0] input_feature_map [0:INPUT_SIZE-1];
    reg [7:0] input_data_out;
    always @(posedge clk) begin
        if (input_data_we) begin
            input_feature_map[input_data_addr] <= input_data_in;
        end
        input_data_out <= input_feature_map[input_data_addr_read];  
    end
    reg [7:0] weights [0:WEIGHT_SIZE-1];
    reg [7:0] weight_data_out;
    always @(posedge clk) begin
        if (weight_data_we) begin
            weights[weight_data_addr] <= weight_data_in;
        end
        weight_data_out <= weights[weight_data_addr_read];  
    end
    reg [31:0] biases [0:OUTPUT_CHANNELS-1];
    reg [31:0] bias_data_out;
    always @(posedge clk) begin
        if (bias_data_we) begin
            biases[bias_data_addr] <= bias_data_in;
        end
        bias_data_out <= biases[bias_data_addr_read];  
    end
    reg [7:0]  row, col;
    reg [7:0]  kernel_row, kernel_col;
    reg [7:0]  output_channel;
    reg [31:0] acc;
    reg [2:0] state;
    localparam IDLE      = 3'd0;
    localparam LOAD_BIAS = 3'd1;
    localparam CALC      = 3'd2;
    localparam WAIT      = 3'd3;
    localparam WRITE     = 3'd4;
    localparam OUTPUT    = 3'd5;
    localparam CALC_NEXT = 3'd6;
    localparam DONE      = 3'd7;
    wire [31:0] scaled_result_temp;
    wire [64:0] scaled_multiply_temp;
    assign scaled_multiply_temp = acc * SCALE;
    assign scaled_result_temp = scaled_multiply_temp >> 26 + ZERO_POINT;
    always @(posedge clk or negedge rstn) begin
        if (!rstn) begin
            state           <= IDLE;
            done            <= 0;
            conv_valid      <= 0;
            processing      <= 0;
            output_channel  <= 0;
            row             <= 0;
            col             <= 0;
            acc             <= 0;
            kernel_row      <= 0;
            kernel_col      <= 0;
            bias_data_addr_read <= 0;
        end else begin
            case (state)
                IDLE: begin
                    done <= 0;
                    conv_valid <= 0;
                    if (start) begin
                        processing      <= 1;
                        output_channel  <= 0;
                        row             <= 0;
                        col             <= 0;
                        acc             <= 0;
                        kernel_row      <= 0;
                        kernel_col      <= 0;
                        bias_data_addr_read <= output_channel;
                        state           <= LOAD_BIAS;
                        input_data_addr_read <= 0;
                        weight_data_addr_read <=0;
                        end
                end
                LOAD_BIAS: begin
                    state <= WAIT;
                end
                WAIT: begin
                    acc <= bias_data_out;
                    input_data_addr_read <= (row + kernel_row) * INPUT_WIDTH + (col + kernel_col);
                    weight_data_addr_read <= output_channel * KERNEL_SIZE * KERNEL_SIZE +
                                            kernel_row * KERNEL_SIZE + kernel_col;
                    state <= CALC;
                end
                CALC: begin
                    acc <= acc + input_data_out * weight_data_out;
                    if (kernel_col < KERNEL_SIZE - 1) begin
                        kernel_col <= kernel_col + 1;
                    end else begin
                        kernel_col <= 0;
                        if (kernel_row < KERNEL_SIZE - 1) begin
                            kernel_row <= kernel_row + 1;
                        end else begin
                            state <= WRITE;
                        end
                    end
                    input_data_addr_read <= (row + kernel_row) * INPUT_WIDTH + (col + kernel_col);
                    weight_data_addr_read <= output_channel * KERNEL_SIZE * KERNEL_SIZE +
                                            kernel_row * KERNEL_SIZE + kernel_col;
                end
                WRITE: begin
                    if (scaled_result_temp[31] == 1) begin
                        conv_result <= 8'd0;
                    end else if (scaled_result_temp > 8'd255) begin
                        conv_result <= 8'd255;
                    end else begin
                        conv_result <= scaled_result_temp[7:0];
                    end
                    conv_valid <= 1;  
                    state <= CALC_NEXT;
                end
                CALC_NEXT: begin
                    conv_valid <= 0;  
                    acc <= 0;
                    kernel_row <= 0;
                    kernel_col <= 0;
                    if (col < INPUT_WIDTH - KERNEL_SIZE) begin
                        col <= col + 1;
                        bias_data_addr_read <= output_channel;
                        state <= LOAD_BIAS;
                    end else begin
                        col <= 0;
                        if (row < INPUT_HEIGHT - KERNEL_SIZE) begin
                            row <= row + 1;
                            bias_data_addr_read <= output_channel;
                            state <= LOAD_BIAS;
                        end else begin
                            row <= 0;
                            if (output_channel < OUTPUT_CHANNELS - 1) begin
                                output_channel <= output_channel + 1;
                                bias_data_addr_read <= output_channel + 1;
                                state <= LOAD_BIAS;
                            end else begin
                                processing <= 0;
                                done <= 1;
                                state <= DONE;
                            end
                        end
                    end
                end
                DONE: begin
                    done <= 1;
                    if (start) begin
                        done <= 0;
                        processing      <= 1;
                        output_channel  <= 0;
                        row             <= 0;
                        col             <= 0;
                        acc             <= 0;
                        kernel_row      <= 0;
                        kernel_col      <= 0;
                        bias_data_addr_read <= 0;
                        state           <= LOAD_BIAS;
                    end else begin
                        state <= IDLE;
                    end
                end
                default: state <= IDLE;
            endcase
        end
    end
endmodule
</file>
==> results.ini <==
[drt]
wl_mm=1090
routed_wire_length_per_instance_um=27.4
drtIter0Drc=12458
vias=197812
drt_pre_antenna_iters=6
antenna_violating_nets_post_route=0
detail_route.drc_violations=0
viasPerCell=4.97

[logic_synthesis]
syn-instance-count=19142
area_leaders=sky130_fd_sc_hd__edfxtp_1 74%, sky130_fd_sc_hd__mux4_2 18%, sky130_fd_sc_hd__fa_1 2.0%, sky130_fd_sc_hd__nor2_1 1.2%, sky130_fd_sc_hd__ha_1 0.95%
synth_flops=10690
netlist.top_cell.by_area=sky130_fd_sc_hd__edfxtp_1
synth-edff-count=10555
synth.yosys.seq_area_share_pct=74.5
yosysChipArea_um2=430000
synthFlopType=sky130_fd_sc_hd__edfxtp_1
synth.cell_area_um2=430000
asyncSetResetFlopFracSynth_pct=0.814
yosysWarningCount=1
synth.avg_cell_area_um2=22.4
synth_largest_type_area_fraction_pct=73.8
synth.distinct_cells=91
synth.yosys.num_cells=19142

[placed_design]
globalplace.congestion=0.902
dp_hpwl_mm=690
io_buffers=88

[cells_and_area]
finish.utilization_pct=34.5
post_route_cells_drive_above_1_share_pct=27.9
register_area_um2=320000
post_synthesis_to_final_layout_area_growth_pct=14.6
n_fill_cell=129541
comb_area_um2=103000

[final_timing]
fin_worst_skew_ps=193
timing_worst_slew_pin_value_ps=1230
finalWorstPathRequiredPeriod_ps=27240
rsz0062_at_grt=false
finalSetupViolations=0
slew_violations=0
finalSetupTns_ps=0
final_hold_violating_endpoints=0
max_freq_mhz=36.7
final_min_period_over_clock_period_pct=23.1
max-slew-margin-rel_pct=18.0

[status]
status=finished, final reports clean

[floorplanning]
die_area_um2=1440000
core_um2=1430000
num_rows=439
chipWidth_mm=1.20
core_density_at_floorplan_pct=30.1
die-height_mm=1.20
pin_count=89

[clocking]
post_cts.resized_instances=0
cts.root.buffer_cell=sky130_fd_sc_hd__clkbuf_16
cts_setup_buffers=0
tritoncts_num_sinks=10690
htree_num_levels=7
worstSkewPairLatency_ps=1310
ctsHoldBuffers=0
clock_tree.buffer_depth=6
cts_buffers=1179
clk_transition_reported_paths_ps=60
tritoncts=done

[grt]
antenna_found_initial=63
grt_start_max_net_pins=117
grt_first_pass_wirelength_mm=1580
grt.overflow.total=0
gr-usage-all-layers_pct=16.3
first_global_vias=225518

[critical_path]
worstPathCellList=buf_8 > buf_4 > buf_4 > buf_4 > buf_4 > buf_4 > buf_4 > buf_4
critical-path-max-stage-delay_ps=660
crit_buf_inv=8
worst_path_most_repeated_cell=sky130_fd_sc_hd__buf_4
cp-start-kind=input pin
crit_family=buffers and inverters
cp_slowest_cell=sky130_fd_sc_hd__buf_4
setup.worst_path.end_class=register
timing.critical_path.required_ps=118990
crit_fanout=56
worstSetupPathType=input pin to register
arrival_ps=28230

[hold_path]
min-delay-path-class=register to register

[job]
drv.max_cap_violation_count=0
tool_warnings=90

[cell families (layout without fill, tap and decap cells)]
group / after synthesis / in the layout / share of synthesized area (%)
AND-OR/OR-AND: 426 / 426 / 0.657
multiplexers: 3519 / 3519 / 18.2
adder cells (fa/ha/maj): 761 / 761 / 2.98
XOR/XNOR: 82 / 82 / 0.174
flip-flops: 10690 / 10690 / 74.5
buffers and inverters: 1711 / 3394 / 1.55
AND/OR/NAND/NOR: 1953 / 1953 / 1.89
other: 0 / 47 / 0
[cells in the final DEF (no fill, tap or decap), types with 20 or more instances in the layout]
cell type,count
sky130_fd_sc_hd__a21o_1,38
sky130_fd_sc_hd__a21oi_1,124
sky130_fd_sc_hd__and2_1,44
sky130_fd_sc_hd__and3_1,25
sky130_fd_sc_hd__buf_12,24
sky130_fd_sc_hd__buf_4,598
sky130_fd_sc_hd__bufinv_16,97
sky130_fd_sc_hd__clkbuf_1,223
sky130_fd_sc_hd__clkbuf_16,1207
sky130_fd_sc_hd__clkdlybuf4s50_1,71
sky130_fd_sc_hd__clkinv_1,210
sky130_fd_sc_hd__clkinv_2,149
sky130_fd_sc_hd__clkinvlp_4,53
sky130_fd_sc_hd__dfrtp_1,81
sky130_fd_sc_hd__dfxtp_1,48
sky130_fd_sc_hd__diode_2,47
sky130_fd_sc_hd__edfxtp_1,10555
sky130_fd_sc_hd__fa_1,434
sky130_fd_sc_hd__ha_1,327
sky130_fd_sc_hd__inv_1,683
sky130_fd_sc_hd__inv_6,26
sky130_fd_sc_hd__mux2_2,42
sky130_fd_sc_hd__mux2i_1,37
sky130_fd_sc_hd__mux4_2,3440
sky130_fd_sc_hd__nand2_1,248
sky130_fd_sc_hd__nand2_4,28
sky130_fd_sc_hd__nand3_1,67
sky130_fd_sc_hd__nand4_1,27
sky130_fd_sc_hd__nor2_1,1326
sky130_fd_sc_hd__nor2_4,32
sky130_fd_sc_hd__nor2b_1,29
sky130_fd_sc_hd__nor3_1,28
sky130_fd_sc_hd__o211ai_1,27
sky130_fd_sc_hd__o21ai_0,84
sky130_fd_sc_hd__xnor2_1,60
sky130_fd_sc_hd__xor2_1,20
[final timing paths]
| check | depth (start not counted) | to | slack (ps) | from |
|---|---|---|---|---|
| worst min-delay path | 0 | state[5] | 350 | state[4] |
| max in group asynchronous | 2 | acc[11] | 94350 | rstn |
| worst max-delay path | 8 | input_feature_map[737][5] | 90760 | input_data_in[5] |
| min in group asynchronous | 1 | output_channel[7] | 22450 | rstn |
| worst min register to register | 0 | state[5] | 350 | state[4] |
| worst max register to register | 14 | input_data_out[1] | 109230 | input_data_addr_read[0] |
[synthesized netlist by cell type, types with 86 or more instances]
cell type / number
sky130_fd_sc_hd__mux4_2: 3440
sky130_fd_sc_hd__inv_1: 683
sky130_fd_sc_hd__fa_1: 434
sky130_fd_sc_hd__nand2_1: 276
sky130_fd_sc_hd__nor2_1: 1360
sky130_fd_sc_hd__edfxtp_1: 10555
sky130_fd_sc_hd__buf_1: 174
sky130_fd_sc_hd__ha_1: 327
sky130_fd_sc_hd__a21oi_1: 125
sky130_fd_sc_hd__dfrtp_1: 86
sky130_fd_sc_hd__clkbuf_1: 673
sky130_fd_sc_hd__buf_2: 177
[worst register-to-register path: stages, from the launching register on]
cell	delay, ps
sky130_fd_sc_hd__edfxtp_1	840
sky130_fd_sc_hd__buf_4	590
sky130_fd_sc_hd__buf_4	580
sky130_fd_sc_hd__buf_4	720
sky130_fd_sc_hd__buf_4	680
sky130_fd_sc_hd__buf_4	740
sky130_fd_sc_hd__buf_4	720
sky130_fd_sc_hd__buf_4	740
sky130_fd_sc_hd__mux4_2	680
sky130_fd_sc_hd__mux4_2	580
sky130_fd_sc_hd__mux4_2	490
sky130_fd_sc_hd__mux2i_1	350
sky130_fd_sc_hd__o21ai_0	190
sky130_fd_sc_hd__buf_4	220
sky130_fd_sc_hd__and4_1	410
[state kept, by name, summed over array words and instances (netlist names)]
register               cells
input_feature_map       7200
weights                 2304
biases                  1024
acc                       32
bias_data_out             32
input_data_addr_read      10
weight_data_addr_read      9
col                        8
conv_result                8
input_data_out             8
kernel_col                 8
kernel_row                 8
output_channel             8
row                        8
weight_data_out            8
state                      7
bias_data_addr_read        5
conv_valid                 1
done                       1
processing                 1
[metal layers]
layer	up-vias	part of all wire, %	global-route usage (%)
li1	81288	-	-
met1	100927	31	17.1
met5	-	0.20	0.818
met3	2026	18	14.0
met4	110	3.9	5.15
met2	13461	47	24.1
[cell type report]
class                           count  share of cell area (%)
Inverter                          685                   0.522
Timing Repair Buffer              709                    1.20
Multi-Input combinational cell   6741                    21.0
Clock buffer                     1435                    6.32
Antenna cell                       47                  0.0239
Sequential cell                 10690                    65.0
Clock inverter                    565                    1.10
Tap cell                        18963                    4.82
[per-stage QoR]
stage	setup slack (ps)	cells	hold WS, ps	area [um2]
after detailed placement	89500	37788	340	456000
final	90760	39835	352	492000
after CTS	90850	39788	353	492000
after floorplan	91970	19142	331	430000
after global placement	89570	37788	338	456000
after global routing	90440	39801	366	492000
